===== /design/flow/run.sh =====
#!/bin/bash
# OpenROAD 26Q1-2900-gdf79404cd8, Yosys 0.63+post, stock flow scripts
make -C /OpenROAD-flow-scripts/flow DESIGN_CONFIG=/design/flow/config.mk WORK_HOME=/design/flow/orfs finish

===== /design/flow/config.mk =====
export PLATFORM = sky130hd
export DESIGN_NAME = calculation_unit
export DESIGN_NICKNAME = calculation_unit
export VERILOG_FILES = /design/flow/design.v
export SDC_FILE = /design/flow/constraint.sdc
export NUM_CORES = 4
export LEC_CHECK = 1
export CORE_UTILIZATION = 30

===== /design/flow/constraint.sdc =====
current_design calculation_unit

set clk_period 36.0
set clk_io_pct 0.2

create_clock -name clk0 -period $clk_period [get_ports {clk}]

set non_clock_inputs [all_inputs -no_clocks]
set_input_delay [expr $clk_period * $clk_io_pct] -clock clk0 $non_clock_inputs
set_output_delay [expr $clk_period * $clk_io_pct] -clock clk0 [all_outputs]

===== /design/flow/design.v =====
package operand;
    typedef  enum  logic  [2:0] {
        NORMAL    = 3'b00?,
        ZERO      = 3'b101,
        INFINITE  = 3'b011,
        NAN       = 3'b010,
        SUBNORMAL = 3'b100,
        DONTCARE  = 3'b???
    }   operand_type;
endpackage
package calc1;
    typedef  enum  logic  [2:0] {
        A        = 3'd0,
        B        = 3'd1,
        ADD      = 3'd2,
        SUB      = 3'd3,
        B_SHR    = 3'd4,
        DONTCARE = 3'd?
    } exponent_select;
endpackage
package calc2;
    typedef  enum  logic  [2:0] {
        ADD      = 3'd0,
        SUB      = 3'd1,
        MUL      = 3'd2,
        DIV      = 3'd3,
        SQRT     = 3'd4,
        DONTCARE = 3'd?
    } fraction_select;
endpackage
package sign;
    typedef  enum  logic  [3:0] {
        ZERO     = 4'd0,
        ONE      = 4'd1,
        A        = 4'd2,
        B        = 4'd3,
        NB       = 4'd4,
        A_B      = 4'd5,
        A_NB     = 4'd6,
        RESULT   = 4'd7,
        IRESULT  = 4'd8,
        DONTCARE = 4'd?
    }   sign_select;
endpackage
package exponent;
    typedef  enum  logic  [2:0] {
        ZEROS    = 3'd0,
        ONES     = 3'd1,
        A        = 3'd2,
        B        = 3'd3,
        RESULT   = 3'd4,
        IRESULT  = 3'd5,
        DONTCARE = 3'd?
    }   exponent_select;
endpackage
package fraction_msb;
    typedef  enum  logic  [2:0] {
        ZERO     = 3'd0,
        ONE      = 3'd1,
        A        = 3'd2,
        B        = 3'd3,
        RESULT   = 3'd4,
        IRESULT  = 3'd5,
        DONTCARE = 3'd?
    }   fraction_msb_select;
endpackage
package fraction_lsbs;
    typedef  enum  logic  [2:0] {
        ZEROS    = 3'd0,
        A        = 3'd1,
        B        = 3'd2,
        RESULT   = 3'd3,
        IRESULT  = 3'd4,
        DONTCARE = 3'd?
    }   fraction_lsbs_select;
endpackage
module calculation_unit(
    input   logic                                    clk,
    input   logic                                    reset,
    input   calc1::exponent_select                   calculation_exponent_select,
    input   calc2::fraction_select                   calculation_fraction_select,
    input   logic                                    division_mode,
    input   logic                                    division_op,
    input   logic                            [7:0]   aligned_exponent_a,
    input   logic                            [23:0]  aligned_fraction_a,    
    input   logic                            [7:0]   aligned_exponent_b,
    input   logic                            [48:0]  aligned_fraction_b,    
    output  logic                                    done,
    output  logic                            [26:0]  remainder,
    output  logic                            [9:0]   calculated_exponent,
    output  logic                            [48:0]  calculated_fraction    
    );
    logic  [9:0]   exponent_adder;
    logic  [9:0]   exponent_subtractor;
    logic  [48:0]  fraction_adder;        
    logic  [48:0]  fraction_subtractor;   
    logic  [48:0]  fraction_multiplier;   
    logic  [25:0]  quotient_root;         
    calculation_unit_exponent_adder
    calculation_unit_exponent_adder(
        .aligned_exponent_a,
        .aligned_exponent_b,
        .exponent_adder
    );
    calculation_unit_exponent_subtractor
    calculation_unit_exponent_subtractor(
        .aligned_exponent_a,
        .aligned_exponent_b,
        .exponent_subtractor
    );
    calculation_unit_exponent_selecter
    calculation_unit_exponent_selecter(
        .calculation_exponent_select,
        .aligned_exponent_a,
        .aligned_exponent_b,
        .exponent_adder,
        .exponent_subtractor,
        .calculated_exponent
    );
    calculation_unit_fraction_adder
    calculation_unit_fraction_adder(
        aligned_fraction_a,
        aligned_fraction_b,
        fraction_adder
    );
    calculation_unit_fraction_subtractor
    calculation_unit_fraction_subtractor(
        aligned_fraction_a,
        aligned_fraction_b,
        fraction_subtractor
    );
    calculation_unit_fraction_multiplier
    calculation_unit_fraction_multiplier(
        .aligned_fraction_a,
        .aligned_fraction_b,
        .fraction_multiplier
    );
    multi_norm_combined #(.INWIDTH(25), .OUTWIDTH(26))
    multi_norm_combined(
        .clk,
        .reset,
        .mode                   (division_mode),
        .start                  (division_op & ~done),
        .dividend_in            ({aligned_fraction_a, 1'b0}),
        .divisor_radicand_in    (aligned_fraction_b[47:23]),
        .busy                   (),
        .done,
        .quotient_root,
        .remainder
    );
    calculation_unit_fraction_selecter
    calculation_unit_fraction_selecter(
        .calculation_fraction_select,
        .fraction_adder,
        .fraction_subtractor,
        .fraction_multiplier,
        .quotient_root,
        .calculated_fraction
    );
endmodule
module calculation_unit_exponent_adder(
    input   logic                            [7:0]   aligned_exponent_a,
    input   logic                            [7:0]   aligned_exponent_b,
    output  logic                            [9:0]   exponent_adder
    );
    assign exponent_adder = unsigned'({{2{aligned_exponent_a[7]}}, aligned_exponent_a}) + unsigned'({{2{aligned_exponent_b[7]}}, aligned_exponent_b});
endmodule
module calculation_unit_exponent_selecter(
    input   calc1::exponent_select                   calculation_exponent_select,
    input   logic                            [7:0]   aligned_exponent_a,
    input   logic                            [7:0]   aligned_exponent_b,
    input   logic                            [9:0]   exponent_adder,
    input   logic                            [9:0]   exponent_subtractor,
    output  logic                            [9:0]   calculated_exponent
    );
    always_comb begin
        casex(calculation_exponent_select)
            calc1::A:     calculated_exponent = {{2{aligned_exponent_a[7]}}, aligned_exponent_a};
            calc1::B:     calculated_exponent = {{2{aligned_exponent_b[7]}}, aligned_exponent_b};
            calc1::ADD:   calculated_exponent = exponent_adder;
            calc1::SUB:   calculated_exponent = exponent_subtractor;
            calc1::B_SHR: calculated_exponent = {{3{aligned_exponent_b[7]}}, aligned_exponent_b[7:1]};   
            default:      calculated_exponent = {{2{aligned_exponent_a[7]}}, aligned_exponent_a};
        endcase
    end
endmodule
module calculation_unit_exponent_subtractor(
    input   logic                            [7:0]   aligned_exponent_a,
    input   logic                            [7:0]   aligned_exponent_b,
    output  logic                            [9:0]   exponent_subtractor
    );
    assign exponent_subtractor = unsigned'({{2{aligned_exponent_a[7]}}, aligned_exponent_a}) - unsigned'({{2{aligned_exponent_b[7]}}, aligned_exponent_b});
endmodule
module calculation_unit_fraction_adder(
    input   logic                            [23:0]  aligned_fraction_a,   
    input   logic                            [48:0]  aligned_fraction_b,   
    output  logic                            [48:0]  fraction_adder        
    );
    assign fraction_adder = unsigned'({1'd0, aligned_fraction_a, 24'd0}) + unsigned'(aligned_fraction_b);
endmodule
module calculation_unit_fraction_multiplier(
    input   logic                            [23:0]  aligned_fraction_a,   
    input   logic                            [48:0]  aligned_fraction_b,   
    output  logic                            [48:0]  fraction_multiplier   
    );
    assign fraction_multiplier = (unsigned'(aligned_fraction_a) * unsigned'(aligned_fraction_b[47:24])) << 1;
endmodule
module calculation_unit_fraction_selecter(
    input   calc2::fraction_select                   calculation_fraction_select,
    input   logic                            [48:0]  fraction_adder,        
    input   logic                            [48:0]  fraction_subtractor,   
    input   logic                            [48:0]  fraction_multiplier,   
    input   logic                            [25:0]  quotient_root,         
    output  logic                            [48:0]  calculated_fraction    
    );
    always_comb begin
        casex(calculation_fraction_select)
            calc2::ADD:  calculated_fraction = fraction_adder;
            calc2::SUB:  calculated_fraction = fraction_subtractor;
            calc2::MUL:  calculated_fraction = fraction_multiplier;
            calc2::DIV,
            calc2::SQRT: calculated_fraction = {1'b0, quotient_root, 22'd0};
            default:     calculated_fraction = fraction_adder; 
        endcase
    end
endmodule
module calculation_unit_fraction_subtractor(
    input   logic                            [23:0]  aligned_fraction_a,   
    input   logic                            [48:0]  aligned_fraction_b,   
    output  logic                            [48:0]  fraction_subtractor   
    );
    assign fraction_subtractor = unsigned'({1'd0, aligned_fraction_a, 24'd0}) - unsigned'(aligned_fraction_b);
endmodule
module multi_norm_combined
    #(parameter INWIDTH    = 24,
      parameter OUTWIDTH   = 24,
      parameter REMWIDTH   = (INWIDTH >= OUTWIDTH) ? INWIDTH : OUTWIDTH,
      parameter COUNTWIDTH = $clog2(OUTWIDTH)
    )(
    input   logic                  clk,
    input   logic                  reset,
    input   logic                  mode,
    input   logic                  start,
    input   logic  [INWIDTH-1:0]   dividend_in,
    input   logic  [INWIDTH-1:0]   divisor_radicand_in,
    output  logic                  busy,
    output  logic                  done,
    output  logic  [OUTWIDTH-1:0]  quotient_root,
    output  logic  [REMWIDTH:0]    remainder
    );
    typedef  enum  logic
    {
        IDLE   = 1'd0,
        CALC   = 1'd1
    }   states;
    logic   [INWIDTH-1:0]   divisor_radicand;
    states                  state;
    logic   [COUNTWIDTH:0]  count;
    logic   [INWIDTH-1:0]   divisor_radicand_next;
    logic                   busy_next;
    logic                   done_next;
    logic   [OUTWIDTH-1:0]  quotient_root_next;
    logic   [REMWIDTH:0]    remainder_next;        
    states                  state_next;
    logic   [COUNTWIDTH:0]  count_next;
    logic   [REMWIDTH+2:0]  shifted_remainder;     
    logic   [REMWIDTH+2:0]  subtracted_remainder;  
    logic                   was_negative;
    always_ff @(posedge clk or posedge reset) begin
        if(reset) begin
            divisor_radicand <= {INWIDTH{1'b0}};
            busy             <= 1'b0;
            done             <= 1'b0;
            quotient_root    <= {OUTWIDTH{1'b0}};
            remainder        <= {REMWIDTH+1{1'b0}};
            state            <= IDLE;
            count            <= {COUNTWIDTH+1{1'b0}};
        end else begin
            divisor_radicand <= divisor_radicand_next;
            busy             <= busy_next;
            done             <= done_next;
            quotient_root    <= quotient_root_next;
            remainder        <= remainder_next;
            state            <= state_next;
            count            <= count_next;
        end
    end
    always_comb begin
        divisor_radicand_next = divisor_radicand;  
        busy_next             = 1'b0;              
        done_next             = 1'b0;              
        quotient_root_next    = quotient_root;     
        remainder_next        = remainder;         
        state_next            = IDLE;              
        count_next            = count;             
        case(state)
            IDLE:   begin
                        if(start) begin
                            divisor_radicand_next = divisor_radicand_in;         
                            busy_next             = 1'b1;                        
                            count_next            = {{COUNTWIDTH{1'b0}}, 1'b1};  
                            state_next            = CALC;
                            if(~mode) begin  
                                quotient_root_next = {dividend_in[0], {OUTWIDTH-1{1'b0}}};                      
                                remainder_next     = {{REMWIDTH-(INWIDTH-2){1'b0}}, dividend_in[INWIDTH-1:1]};  
                            end else begin   
                                quotient_root_next = {OUTWIDTH{1'b0}};                                          
                                remainder_next     = {REMWIDTH+1{1'b0}};                                        
                            end
                        end
                    end
            CALC:   begin
                        if(count == OUTWIDTH) begin
                            done_next  = 1'b1;                                
                            state_next = IDLE;
                        end else begin
                            busy_next  = 1'b1;                                
                            state_next = CALC;
                        end
                        count_next = count + {{COUNTWIDTH{1'b0}}, 1'b1};      
                        if(was_negative) begin
                            remainder_next     = shifted_remainder[REMWIDTH:0];
                            quotient_root_next = {quotient_root[OUTWIDTH-2:0], 1'b0};
                        end else begin
                            remainder_next     = subtracted_remainder[REMWIDTH:0];
                            quotient_root_next = {quotient_root[OUTWIDTH-2:0], 1'b1};
                        end
                        if(mode)  
                            divisor_radicand_next = {divisor_radicand[INWIDTH-3:0], 2'b00};
                    end
        endcase
    end
    assign shifted_remainder                   = (mode) ? {remainder[REMWIDTH:0], divisor_radicand[INWIDTH-1:INWIDTH-2]}
                                                        : {remainder[REMWIDTH:0], quotient_root[OUTWIDTH-1]};
    assign {was_negative, subtracted_remainder} = shifted_remainder - ((mode) ? {quotient_root, 2'b01} : divisor_radicand);
endmodule

==> flow_summary_export.csv <==
group,metric,value,unit
clock_network,clk_path_buf_depth,2,
synthesis,ys_area,29870,µm²
sta,tns,0,ns
placed_design,dp_hpwl,78.34,mm
hold_path,worstHoldPathCells,1,
floorplanning,ios,186,
floorplanning,dieArea,100800,µm²
final_layout,drive_above_1_share,4.328,%
clock_network,cts.repair.resized,0,
final_layout,logic_area,24530,µm²
setup_path,regToRegEndpoint,"multi_norm_combined.remainder[1]",
synthesis,ys_sh_xor,2.581,%
setup_path,critPathCaptureType,"output pin",
sta,hold_slack,0.4928,ns
setup_path,crit_fanout,26,
sta,slew_viol_final,0,
global_route,grt.met3_usage,7.476,%
synthesis,syn_inst,3607,
hold_path,min_path_type,"register to register",
flow_run,drv_cap,0,
clock_network,postCtsHoldBufs,0,
final_layout,nFillCells,10150,
sta,min_period,23.31,ns
floorplanning,rows,115,
final_layout,area_delta_synth_final,11.91,%
global_route,track_usage,21.62,%
synthesis,topCombFamilyByArea,"adder cells",
floorplanning,die_h,317.5,µm
sta,setup_violations,0,
detailed_routing,vias,25700,
global_route,grt_pass1_vias,26500,
sta,maxSlewHeadroom,39.25,%
placed_design,port_buffers,185,
detailed_routing,wl,103.5,mm
synthesis,synth-main-ff-cell,"dfrtp_1",
synthesis,ys_sh_mux,4.319,%
clock_network,post_cts_buffers,0,
synthesis,simple_gate_area_share,17.00,%
global_route,grt_first_pass_wirelength,161.6,mm
detailed_routing,dr.first_iter.drc_count,1340,
hold_path,hold_start,"multi_norm_combined.count[5]",
synthesis,async_flop_share,100.0,%
sta,tightest_slew,0.9036,ns
flow_run,warnings,50,
synthesis,ys_cells,3607,
setup_path,critPathArrivalTime,16.11,ns
global_route,grt_use_met1,29.31,%
synthesis,postSynthAreaPerCell,8.280,µm²
setup_path,required,28.80,ns
global_route,grt_overflow,0,
clock_network,path_clk_slew,0.07,ns
placed_design,dp_cells,4945,
placed_design,place_ws,12.91,ns
clock_network,cts_made_buffers,9,
synthesis,aoi_share,14.65,%
floorplanning,fp_util,30.30,%
global_route,grt_busiest_layer,"met2",
final_layout,final_cells,4962,
setup_path,crit_path_start_kind,"input port",
synthesis,numSynthFlops,86,
hold_path,holdPathEnd,"multi_norm_combined.count[5]",
clock_network,numClockSinks,86,
sta,finalCritPeriodShare,64.75,%
setup_path,reg2reg_depth,13,
detailed_routing,routedWlPerCell,20.86,µm
sta,clock.fmax,42.90,MHz
setup_path,crit_type,"input port to output pin",
global_route,grt_max_degree,58,
detailed_routing,vias_per_cell,5.180,
global_route,antenna_found_initial,4,
synthesis,enable_flop_cells,0,
synthesis,yosys_warnings,11,
sta,worst_slack,12.69,ns
synthesis,synth_seq_share,7.205,%
placed_design,gp_congestion,0.9686,
clock_network,cts_tree,"yes",
final_layout,lay_top_count,"inv_1",
detailed_routing,ant_nets,0,
setup_path,r2r_slack,31.67,ns
global_route,use_met2,33.79,%
final_layout,lay_top_cells,"644 x inv_1, 485 x fa_1, 439 x nand2_1",
setup_path,r2r_start,"multi_norm_combined.quotient_root[25]",
clock_network,clock_latency,0.35,ns
clock_network,htree_num_levels,3,
synthesis,synthesis.area,29870,µm²
detailed_routing,dr.pass1.iters,5,
synthesis,fa_ha_area_share,43.48,%
floorplanning,core-area,98560,µm²
sta,finalClockSkew,0.008239,ns
detailed_routing,drc,0,
sta,rsz0062_at_grt,"no",
final_layout,regArea,2153,µm²
clock_network,clock-root-buffer,"clkbuf_16",
sta,hold_viol,0,
synthesis,ys_types,82,
status,status,"finished, final reports clean",
floorplanning,die-width,317.5,µm
==> area by class of cell <==
type / instances / share of cell area (%)
timing repair buffer: 259 / 7.173
clock inverter: 6 / 0.1984
multi-input combinational: 2668 / 73.40
tap: 1287 / 4.818
inverter: 645 / 7.247
antenna: 1 / 0.007487
clock buffer: 10 / 0.7150
sequential: 86 / 6.443
==> metrics by stage <==
stage | area, µm² | util (%)
6_report | 33420 | 33.91
3_3_place_gp | 33120 | 33.60
5_1_grt | 33420 | 33.91
4_1_cts | 33420 | 33.91
3_5_place_dp | 33120 | 33.60
2_1_floorplan | 29870 | -
==> critical path, cell delays in order <==
cell and delay (ns):
clkdlybuf4s50_1 0.45, buf_4 0.40, ha_1 0.39, inv_1 0.12, fa_1 0.50, inv_1 0.05
fa_1 0.47, inv_1 0.05, fa_1 0.49, inv_1 0.06, fa_1 0.55, fa_1 0.43
fa_1 0.50, inv_1 0.05, fa_1 0.48, inv_1 0.04, ha_1 0.38, a21o_1 0.21
a21o_1 0.17, a221oi_1 0.43, nand2_1 0.09, o31ai_1 0.68, xor2_1 0.18, a22oi_1 0.18
o22a_1 0.18, a21oi_1 0.05, nor3_1 0.68, clkdlybuf4s50_1 0.61
==> sequential cells by signal, summed over array words and instances, names as in the netlist <==
name / count
multi_norm_combined.count: 6
multi_norm_combined.divisor_radicand: 25
multi_norm_combined.done: 1
multi_norm_combined.quotient_root: 26
multi_norm_combined.remainder: 27
multi_norm_combined.state: 1
==> worst max path at each step <==
stage	endpoint	slack [ns]	start	cells after the start
after CTS	calculated_fraction[32]	12.89	aligned_fraction_b[38]	28
after global routing	calculated_fraction[32]	12.36	aligned_fraction_a[14]	28
final	calculated_fraction[32]	12.69	aligned_fraction_a[14]	28
==> synthesized netlist by cell type, drive strengths merged, types with 26 or more instances <==
library cell,number,area [µm²]
a22oi,36,270.3
and2,267,1673
a22o,39,341.6
ha,262,3278
clkbuf,191,716.9
o21ai,169,845.8
a21oi,153,773.2
a21o,50,375.4
fa,485,9709
dfrtp,86,2152
nor2,138,520.5
xnor2,63,551.8
nor2b,26,162.7
nor3,42,210.2
nand2,439,1648
inv,645,2421
mux2,39,439.2
nand3,39,195.2
mux2i,85,850.8
==> cells by family (layout without fill, tap and decap cells) <==
family          count (synthesis)  in the layout
compound gates                659            659
xor+xnor                       88             88
fa+ha+maj                     747            747
buf+inv                       853            920
flops                          86             86
mux                           124            124
other cells                     0              1
simple gates                 1050           1050
==> layer usage <==
layer | vias up | routed length (µm)
met5 | - | 69
met4 | 6 | 2897
met3 | 128 | 9989
met2 | 996 | 47670
met1 | 12820 | 42890
li1 | 11750 | -
