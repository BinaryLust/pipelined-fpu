`flow/design.v`:
```
package operand;
    typedef  enum  logic  [2:0] {
        NORMAL    = 3'b00?,
        ZERO      = 3'b101,
        INFINITE  = 3'b011,
        NAN       = 3'b010,
        SUBNORMAL = 3'b100,
        DONTCARE  = 3'b???
    }   operand_type;
endpackage
package calc1;
    typedef  enum  logic  [2:0] {
        A        = 3'd0,
        B        = 3'd1,
        ADD      = 3'd2,
        SUB      = 3'd3,
        B_SHR    = 3'd4,
        DONTCARE = 3'd?
    } exponent_select;
endpackage
package calc2;
    typedef  enum  logic  [2:0] {
        ADD      = 3'd0,
        SUB      = 3'd1,
        MUL      = 3'd2,
        DIV      = 3'd3,
        SQRT     = 3'd4,
        DONTCARE = 3'd?
    } fraction_select;
endpackage
package sign;
    typedef  enum  logic  [3:0] {
        ZERO     = 4'd0,
        ONE      = 4'd1,
        A        = 4'd2,
        B        = 4'd3,
        NB       = 4'd4,
        A_B      = 4'd5,
        A_NB     = 4'd6,
        RESULT   = 4'd7,
        IRESULT  = 4'd8,
        DONTCARE = 4'd?
    }   sign_select;
endpackage
package exponent;
    typedef  enum  logic  [2:0] {
        ZEROS    = 3'd0,
        ONES     = 3'd1,
        A        = 3'd2,
        B        = 3'd3,
        RESULT   = 3'd4,
        IRESULT  = 3'd5,
        DONTCARE = 3'd?
    }   exponent_select;
endpackage
package fraction_msb;
    typedef  enum  logic  [2:0] {
        ZERO     = 3'd0,
        ONE      = 3'd1,
        A        = 3'd2,
        B        = 3'd3,
        RESULT   = 3'd4,
        IRESULT  = 3'd5,
        DONTCARE = 3'd?
    }   fraction_msb_select;
endpackage
package fraction_lsbs;
    typedef  enum  logic  [2:0] {
        ZEROS    = 3'd0,
        A        = 3'd1,
        B        = 3'd2,
        RESULT   = 3'd3,
        IRESULT  = 3'd4,
        DONTCARE = 3'd?
    }   fraction_lsbs_select;
endpackage
module leading_zeros_detector(
    input   logic  [31:0]  bits,
    output  logic  [4:0]   zeros,
    output  logic          all_zeros
    );
    logic  [7:0][1:0]  level_0_count;
    logic  [7:0]       level_0_zeros;
    logic  [3:0][2:0]  level_1_count;
    logic  [3:0]       level_1_zeros;
    logic  [1:0][3:0]  level_2_count;
    logic  [1:0]       level_2_zeros;
    level_0_detector
    level_0_detector_7(
        .bits             (bits[31:28]),
        .level_0_count    (level_0_count[7]),
        .level_0_zeros    (level_0_zeros[7])
    );
    level_0_detector
    level_0_detector_6(
        .bits             (bits[27:24]),
        .level_0_count    (level_0_count[6]),
        .level_0_zeros    (level_0_zeros[6])
    );
    level_0_detector
    level_0_detector_5(
        .bits             (bits[23:20]),
        .level_0_count    (level_0_count[5]),
        .level_0_zeros    (level_0_zeros[5])
    );
    level_0_detector
    level_0_detector_4(
        .bits             (bits[19:16]),
        .level_0_count    (level_0_count[4]),
        .level_0_zeros    (level_0_zeros[4])
    );
    level_0_detector
    level_0_detector_3(
        .bits             (bits[15:12]),
        .level_0_count    (level_0_count[3]),
        .level_0_zeros    (level_0_zeros[3])
    );
    level_0_detector
    level_0_detector_2(
        .bits             (bits[11:8]),
        .level_0_count    (level_0_count[2]),
        .level_0_zeros    (level_0_zeros[2])
    );
    level_0_detector
    level_0_detector_1(
        .bits             (bits[7:4]),
        .level_0_count    (level_0_count[1]),
        .level_0_zeros    (level_0_zeros[1])
    );
    level_0_detector
    level_0_detector_0(
        .bits             (bits[3:0]),
        .level_0_count    (level_0_count[0]),
        .level_0_zeros    (level_0_zeros[0])
    );
    level_1_detector
    level_1_detector_3(
        .level_0_count    (level_0_count[7:6]),
        .level_0_zeros    (level_0_zeros[7:6]),
        .level_1_count    (level_1_count[3]),
        .level_1_zeros    (level_1_zeros[3])
    );
    level_1_detector
    level_1_detector_2(
        .level_0_count    (level_0_count[5:4]),
        .level_0_zeros    (level_0_zeros[5:4]),
        .level_1_count    (level_1_count[2]),
        .level_1_zeros    (level_1_zeros[2])
    );
    level_1_detector
    level_1_detector_1(
        .level_0_count    (level_0_count[3:2]),
        .level_0_zeros    (level_0_zeros[3:2]),
        .level_1_count    (level_1_count[1]),
        .level_1_zeros    (level_1_zeros[1])
    );
    level_1_detector
    level_1_detector_0(
        .level_0_count    (level_0_count[1:0]),
        .level_0_zeros    (level_0_zeros[1:0]),
        .level_1_count    (level_1_count[0]),
        .level_1_zeros    (level_1_zeros[0])
    );
    level_2_detector
    level_2_detector_1(
        .level_1_count    (level_1_count[3:2]),
        .level_1_zeros    (level_1_zeros[3:2]),
        .level_2_count    (level_2_count[1]),
        .level_2_zeros    (level_2_zeros[1])
    );
    level_2_detector
    level_2_detector_0(
        .level_1_count    (level_1_count[1:0]),
        .level_1_zeros    (level_1_zeros[1:0]),
        .level_2_count    (level_2_count[0]),
        .level_2_zeros    (level_2_zeros[0])
    );
    level_3_detector
    level_3_detector(
        .level_2_count    (level_2_count[1:0]),
        .level_2_zeros    (level_2_zeros[1:0]),
        .level_3_count    (zeros),
        .level_3_zeros    (all_zeros)
    );
endmodule
module level_0_detector(
    input   logic  [3:0]  bits,
    output  logic  [1:0]  level_0_count,
    output  logic         level_0_zeros
    );
    always_comb begin
        casex(bits)
            4'b1???: {level_0_zeros, level_0_count} = {1'b0, 2'd0};
            4'b01??: {level_0_zeros, level_0_count} = {1'b0, 2'd1};
            4'b001?: {level_0_zeros, level_0_count} = {1'b0, 2'd2};
            4'b0001: {level_0_zeros, level_0_count} = {1'b0, 2'd3};
            4'b0000: {level_0_zeros, level_0_count} = {1'b1, 2'd0};
        endcase
    end
endmodule
module level_1_detector(
    input   logic  [1:0][1:0] level_0_count,
    input   logic  [1:0]      level_0_zeros,
    output  logic  [2:0]      level_1_count,
    output  logic             level_1_zeros
    );
    always_comb begin
        casex(level_0_zeros[1:0])
            2'b0?: {level_1_zeros, level_1_count} = {2'd0, level_0_count[1]};
            2'b10: {level_1_zeros, level_1_count} = {2'd1, level_0_count[0]};
            2'b11: {level_1_zeros, level_1_count} = {2'd2, 2'd0            };
        endcase
    end
endmodule
module level_2_detector(
    input   logic  [1:0][2:0] level_1_count,
    input   logic  [1:0]      level_1_zeros,
    output  logic  [3:0]      level_2_count,
    output  logic             level_2_zeros
    );
    always_comb begin
        casex(level_1_zeros[1:0])
            2'b0?: {level_2_zeros, level_2_count} = {2'd0, level_1_count[1]};
            2'b10: {level_2_zeros, level_2_count} = {2'd1, level_1_count[0]};
            2'b11: {level_2_zeros, level_2_count} = {2'd2, 3'd0            };
        endcase
    end
endmodule
module level_3_detector(
    input   logic  [1:0][3:0] level_2_count,
    input   logic  [1:0]      level_2_zeros,
    output  logic  [4:0]      level_3_count,
    output  logic             level_3_zeros
    );
    always_comb begin
        casex(level_2_zeros[1:0])
            2'b0?: {level_3_zeros, level_3_count} = {2'd0, level_2_count[1]};
            2'b10: {level_3_zeros, level_3_count} = {2'd1, level_2_count[0]};
            2'b11: {level_3_zeros, level_3_count} = {2'd2, 4'd0            };
        endcase
    end
endmodule
module normalizer(
    input   logic          normalize,
    input   logic  [9:0]   calculated_exponent,
    input   logic  [48:0]  calculated_fraction,     
    output  logic  [9:0]   normalized_exponent,
    output  logic  [48:0]  normalized_fraction      
    );
    logic  [4:0]   normalize_shift_count;
    logic  [48:0]  left_shifter_result;     
    logic  [9:0]   added_exponent;
    logic  [9:0]   subtracted_exponent;
    normalizer_exponent_adder
    normalizer_exponent_adder(
        .calculated_exponent,
        .added_exponent
    );
    normalizer_exponent_subtractor
    normalizer_exponent_subtractor(
        .calculated_exponent,
        .normalize_shift_count,
        .subtracted_exponent
    );
    leading_zeros_detector
    leading_zeros_detector(
        .bits           (calculated_fraction[47:16]),
        .zeros          (normalize_shift_count),
        .all_zeros      ()
    );
    normalizer_left_shifter
    normalizer_left_shifter(
        .shift_count    (normalize_shift_count),
        .operand        (calculated_fraction),
        .result         (left_shifter_result)
    );
    normalizer_exponent_selecter
    normalizer_exponent_selecter(
        .normalize,
        .calculated_exponent,
        .added_exponent,
        .subtracted_exponent,
        .calculated_fraction,
        .normalized_exponent
    );
    normalizer_fraction_selecter
    normalizer_fraction_selecter(
        .normalize,
        .calculated_fraction,
        .left_shifter_result,
        .normalized_fraction
    );
endmodule
module normalizer_exponent_adder(
    input   logic  [9:0]   calculated_exponent,
    output  logic  [9:0]   added_exponent
    );
    assign added_exponent = calculated_exponent + 10'd1;
endmodule
module normalizer_exponent_selecter(
    input   logic          normalize,
    input   logic  [9:0]   calculated_exponent,
    input   logic  [9:0]   added_exponent,
    input   logic  [9:0]   subtracted_exponent,
    input   logic  [48:0]  calculated_fraction,     
    output  logic  [9:0]   normalized_exponent
    );
    always_comb begin
        casex({normalize, calculated_fraction[48:47]})
            3'b0??: normalized_exponent = calculated_exponent;   
            3'b11?: normalized_exponent = added_exponent;        
            3'b101: normalized_exponent = calculated_exponent;   
            3'b100: normalized_exponent = subtracted_exponent;   
        endcase
    end
endmodule
module normalizer_exponent_subtractor(
    input   logic  [9:0]   calculated_exponent,
    input   logic  [4:0]   normalize_shift_count,
    output  logic  [9:0]   subtracted_exponent
    );
    assign subtracted_exponent = calculated_exponent - {5'd0, normalize_shift_count};
endmodule
module normalizer_fraction_selecter(
    input   logic          normalize,
    input   logic  [48:0]  calculated_fraction,     
    input   logic  [48:0]  left_shifter_result,     
    output  logic  [48:0]  normalized_fraction      
    );
    always_comb begin
        casex({normalize, calculated_fraction[48:47]})
            3'b0??: normalized_fraction = calculated_fraction;        
            3'b11?: normalized_fraction = calculated_fraction >> 1;   
            3'b101: normalized_fraction = calculated_fraction;        
            3'b100: normalized_fraction = left_shifter_result;        
        endcase
    end
endmodule
module normalizer_left_shifter(
    input   logic  [4:0]   shift_count,
    input   logic  [48:0]  operand,
    output  logic  [48:0]  result
    );
    logic  [48:0]  left_shift_1;
    logic  [48:0]  left_shift_2;
    logic  [48:0]  left_shift_4;
    logic  [48:0]  left_shift_8;
    logic  [48:0]  left_shift_16;
    always_comb begin
        left_shift_1  = (shift_count[0]) ? {operand[47:0],      1'b0}  : operand;
        left_shift_2  = (shift_count[1]) ? {left_shift_1[46:0], 2'd0}  : left_shift_1;
        left_shift_4  = (shift_count[2]) ? {left_shift_2[44:0], 4'd0}  : left_shift_2;
        left_shift_8  = (shift_count[3]) ? {left_shift_4[40:0], 8'd0}  : left_shift_4;
        left_shift_16 = (shift_count[4]) ? {left_shift_8[32:0], 16'd0} : left_shift_8;
        result        = left_shift_16;
    end
endmodule
```
`flow/run.sh`:
```
#!/bin/bash
# OpenROAD 26Q1-2900-gdf79404cd8, Yosys 0.63+post, stock flow scripts
make -C /OpenROAD-flow-scripts/flow DESIGN_CONFIG=/design/flow/config.mk WORK_HOME=/design/flow/orfs finish
```
`flow/config.mk`:
```
export PLATFORM = sky130hd
export DESIGN_NAME = normalizer
export DESIGN_NICKNAME = normalizer
export VERILOG_FILES = /design/flow/design.v
export SDC_FILE = /design/flow/constraint.sdc
export NUM_CORES = 4
export LEC_CHECK = 1
export CORE_UTILIZATION = 30
```
`flow/constraint.sdc`:
```
current_design normalizer

set clk_period 19.7
set clk_io_pct 0.2

create_clock -name clk0 -period $clk_period

set non_clock_inputs [all_inputs -no_clocks]
set_input_delay [expr $clk_period * $clk_io_pct] -clock clk0 $non_clock_inputs
set_output_delay [expr $clk_period * $clk_io_pct] -clock clk0 [all_outputs]
```
==> out/results.md <==
| Quantity | Value |
|:---|:---|
| Slew at the pin closest to its max-slew limit | 924.5 ps |
| Mapped Area | 4589 sq um |
| Capturing element type of the critical path | output pin |
| Post-synthesis cell type count | 82 |
| Final slew viol count | 0 |
| Number of antenna-violating nets in the routed design | 0 |
| Buffer-and-inverter tally for the worst setup path | 4 |
| Worst-path cell chain | clkdlybuf4s50_1, or4_1, nor2_4, nand3_4, o31ai_4, buf_4, nand2_1, ha_1, inv_1, fa_1, a21o_1, a21oi_1, o21bai_1, a21oi_1, o21bai_1, a21oi_1, xor2_1, o21ai_0, clkdlybuf4s50_1 |
| Maximum fanout along the worst path | 52 |
| Leading area contributor after synthesis | sky130_fd_sc_hd__mux2i_1 |
| Pin count of the biggest net entering global routing | 65 |
| Area figure in the yosys stat output | 4589 sq um |
| Cells taking the most area after synthesis | sky130_fd_sc_hd__mux2i_1 22%, sky130_fd_sc_hd__mux2_2 7.9%, sky130_fd_sc_hd__o21ai_0 5.1% |
| Portion of synthesized cell area occupied by the leading cell type | 0.2203 |
| Sequential Area | 0 sq um |
| Critical Path Start Type | primary input |
| Mean number of vias per cell | 6.546 |
| Static leakage power | 0.002223 uW |
| Core Box Area | 14750 sq um |
| Ant diodes | 0 |
| Number of synthesis warnings | 15 |
| Site row count | 44 |
| Total setup buffers inserted after CTS | 0 |
| Worst EP required | 15760 ps |
| Total tool warning count | 32 |
| Number of gates resized after cts | 0 |
| GPL Wtd Cong | 0.9804 |
| Fraction of layout instances using a drive strength above 1 | 0.1228 |
| Area growth from synthesis to final layout | 26.09% |
| Number of buffer cells added on primary ports | 119 |
| Core Density at Floorplan | 0.3111 |
| Antenna violations before repair | 1 |
| Run status | finished clean |
| Worst Path Class, Setup | primary input to output pin |
| Cells in synth_stat.txt | 622 |
| Slowest stage cell on the critical path | sky130_fd_sc_hd__or4_1 |
| Seq Cell Count | 0 |
| Final hold violation count | 0 |
| Total routed wirelength | 22280 um |
| Chip Height | 125.7 um |
| RSZ-0062 raised after global routing | false |
| Die footprint | 15800 sq um |
| Most frequently used cell type in the post-synthesis netlist | sky130_fd_sc_hd__mux2i_1 |
| Share of synthesized area occupied by flip-flops and latches | 0 |
| Global-route wire length before repair | 33430 um |
| Hold-fix buffers at CTS | 0 |
| Sum of overflow across all layers after global routing | 0 |
| Launch point of the worst path | calculated_fraction[47] |
| Horizontal die dimension | 125.7 um |
| Period utilization | 0.6448 |
| Maximum ir drop on the vdd rail | 12.92 uV |
| Number of clock buffers in the layout | 0 |
| Highest cell delay on the worst timing path | 840 ps |
| Routed length per placed instance | 25.43 um |
| Detailed Route Iter0 Violations | 752 |
| Launch point of the worst hold path | calculated_exponent[7] |
| DR vias | 5734 |
| Total global routing track utilization | 0.2775 |
| Fin Setup TNS | 0 ps |
| Minimum clock period after layout | 12700 ps |
| Tightest Hold Check Type | primary input to output pin |
| DRC Markers | 0 |
| Vias in the first global route | 5385 |
| First drt pass iteration count | 28 |
| Final tally of setup violations | 0 |
| Commonest cells in the netlist | 101 x sky130_fd_sc_hd__mux2i_1, 47 x sky130_fd_sc_hd__o21ai_0, 44 x sky130_fd_sc_hd__nand2_1 |
| Cell Pwr Density | 27.11 nW/um^2 |
| Final-layout worst hold slack | 8829 ps |
| Cell class contributing the biggest share of worst-path delay | buffers and inverters |
| Final instance area | 5787 sq um |
| Maximum frequency from static timing analysis | 78.72 MHz |
| Max Cap Violations | 0 |
| Cells after synthesis | 622 |
| Data arrival at the endpoint of the critical path | 8760 ps |
| Critical path's most frequent cell | sky130_fd_sc_hd__a21oi_1 |
| Placed cell areas | 5787 sq um |
| Slew headroom | 0.3785 |
| Mean area per synthesized cell | 7.378 sq um |
| Final HPWL from detailed placement | 16630 um |
| # IOs | 119 |
per-layer routing:
metal  vias to the layer above  track usage  routed length, um
li1                       2608            -                  -
met1                      2763       0.3903               9585
met2                       330       0.4275               9977
met3                        33      0.05628               2034
met4                         0      0.08034                684
met5                         -     0.009288                  0
metrics by stage:
| step | total power [uW] | std cells | setup slack, ps | utilization |
|---|---|---|---|---|
| 2_1_floorplan | 83.47 | 622 | 8184 | - |
| 3_3_place_gp | 154.6 | 876 | 7026 | 0.3922 |
| 3_5_place_dp | 153.3 | 876 | 7019 | 0.3922 |
| 4_1_cts | 154.0 | 876 | 7016 | 0.3922 |
| 5_1_grt | 166.9 | 876 | 6659 | 0.3922 |
| 6_report | 156.9 | 876 | 6997 | 0.3922 |
path summary, 6_finish.rpt:
path / end / slack [ps] / cells past startpoint
max: normalized_exponent[8] / 7000 / 19
min: normalized_exponent[7] / 8830 / 4
kinds of logic after synthesis:
logic type | count (synthesis) | share of synthesized area
xor gates and xnor gates | 7 | 0.01336
and+or+nand+nor | 159 | 0.1851
adders and majority gates | 10 | 0.02890
AOI/OAI and AO/OA | 230 | 0.3743
muxes | 135 | 0.3070
buffers and inverters | 81 | 0.09133
cells in the final DEF (no fill, tap or decap), types with 3 or more instances in the layout:
cell / synthesis / final
sky130_fd_sc_hd__xnor2_1: 5 / 5
sky130_fd_sc_hd__a221oi_1: 7 / 7
sky130_fd_sc_hd__o221a_2: 4 / 4
sky130_fd_sc_hd__nor2_1: 38 / 37
sky130_fd_sc_hd__a211oi_1: 9 / 9
sky130_fd_sc_hd__nor3_1: 11 / 11
sky130_fd_sc_hd__o21bai_1: 6 / 6
sky130_fd_sc_hd__a22o_1: 3 / 3
sky130_fd_sc_hd__o2111ai_1: 3 / 3
sky130_fd_sc_hd__o21ai_0: 47 / 46
sky130_fd_sc_hd__inv_1: 18 / 18
sky130_fd_sc_hd__a22oi_1: 28 / 28
sky130_fd_sc_hd__nand3_1: 17 / 17
sky130_fd_sc_hd__clkdlybuf4s50_1: 0 / 119
sky130_fd_sc_hd__and3_1: 8 / 8
sky130_fd_sc_hd__nand4_1: 5 / 5
sky130_fd_sc_hd__o211ai_1: 12 / 12
sky130_fd_sc_hd__or4_1: 3 / 3
sky130_fd_sc_hd__nand2_1: 44 / 44
sky130_fd_sc_hd__o221ai_1: 9 / 9
sky130_fd_sc_hd__mux2_2: 32 / 32
sky130_fd_sc_hd__mux2i_1: 101 / 101
sky130_fd_sc_hd__ha_1: 9 / 9
sky130_fd_sc_hd__a21oi_1: 29 / 29
sky130_fd_sc_hd__o21ai_1: 6 / 4
sky130_fd_sc_hd__buf_4: 6 / 14
sky130_fd_sc_hd__nor2b_1: 6 / 6
sky130_fd_sc_hd__a222oi_1: 23 / 23
sky130_fd_sc_hd__nor4_2: 5 / 5
sky130_fd_sc_hd__a21o_1: 10 / 10
power breakdown:
part / switching, uW / internal (uW)
Sequential: 0 / 0
Combinational: 83.9 / 73.0
Clock: 0 / 0
layout make-up:
| class | instances | area, sq um |
|---|---|---|
| Tap cell | 184 | 230.2 |
| Fill cell | 1496 | 8967 |
| Inverter | 18 | 67.56 |
| Timing Repair Buffer | 133 | 1296 |
| Multi-Input combinational cell | 541 | 4193 |
Power and IR drop assume default switching activity.
