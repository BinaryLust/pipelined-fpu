==> flow/design.v <==
package operand;
    typedef  enum  logic  [2:0] {
        NORMAL    = 3'b00?,
        ZERO      = 3'b101,
        INFINITE  = 3'b011,
        NAN       = 3'b010,
        SUBNORMAL = 3'b100,
        DONTCARE  = 3'b???
    }   operand_type;
endpackage
package calc1;
    typedef  enum  logic  [2:0] {
        A        = 3'd0,
        B        = 3'd1,
        ADD      = 3'd2,
        SUB      = 3'd3,
        B_SHR    = 3'd4,
        DONTCARE = 3'd?
    } exponent_select;
endpackage
package calc2;
    typedef  enum  logic  [2:0] {
        ADD      = 3'd0,
        SUB      = 3'd1,
        MUL      = 3'd2,
        DIV      = 3'd3,
        SQRT     = 3'd4,
        DONTCARE = 3'd?
    } fraction_select;
endpackage
package sign;
    typedef  enum  logic  [3:0] {
        ZERO     = 4'd0,
        ONE      = 4'd1,
        A        = 4'd2,
        B        = 4'd3,
        NB       = 4'd4,
        A_B      = 4'd5,
        A_NB     = 4'd6,
        RESULT   = 4'd7,
        IRESULT  = 4'd8,
        DONTCARE = 4'd?
    }   sign_select;
endpackage
package exponent;
    typedef  enum  logic  [2:0] {
        ZEROS    = 3'd0,
        ONES     = 3'd1,
        A        = 3'd2,
        B        = 3'd3,
        RESULT   = 3'd4,
        IRESULT  = 3'd5,
        DONTCARE = 3'd?
    }   exponent_select;
endpackage
package fraction_msb;
    typedef  enum  logic  [2:0] {
        ZERO     = 3'd0,
        ONE      = 3'd1,
        A        = 3'd2,
        B        = 3'd3,
        RESULT   = 3'd4,
        IRESULT  = 3'd5,
        DONTCARE = 3'd?
    }   fraction_msb_select;
endpackage
package fraction_lsbs;
    typedef  enum  logic  [2:0] {
        ZEROS    = 3'd0,
        A        = 3'd1,
        B        = 3'd2,
        RESULT   = 3'd3,
        IRESULT  = 3'd4,
        DONTCARE = 3'd?
    }   fraction_lsbs_select;
endpackage
module aligner(
    input   logic          exchange_operands,
    input   logic  [4:0]   align_shift_count,
    input   logic          operand_sign_a,
    input   logic  [7:0]   unbiased_exponent_a,
    input   logic  [23:0]  operand_fraction_a,
    input   logic          operand_sign_b,
    input   logic  [7:0]   unbiased_exponent_b,
    input   logic  [23:0]  operand_fraction_b,
    output  logic          aligned_sign_a,
    output  logic  [7:0]   aligned_exponent_a,
    output  logic  [23:0]  aligned_fraction_a,   
    output  logic          aligned_sign_b,
    output  logic  [7:0]   aligned_exponent_b,
    output  logic  [48:0]  aligned_fraction_b    
    );
    logic  [23:0]  sorted_fraction_b;      
    logic  [47:0]  right_shifter_result;   
    aligner_operand_exchanger
    aligner_operand_exchanger(
        .exchange_operands,
        .operand_sign_a,
        .unbiased_exponent_a,
        .operand_fraction_a,
        .operand_sign_b,
        .unbiased_exponent_b,
        .operand_fraction_b,
        .sorted_sign_a          (aligned_sign_a),
        .sorted_exponent_a      (aligned_exponent_a),
        .sorted_fraction_a      (aligned_fraction_a),
        .sorted_sign_b          (aligned_sign_b),
        .sorted_exponent_b      (aligned_exponent_b),
        .sorted_fraction_b
    );
    aligner_right_shifter
    aligner_right_shifter(
        .shift_count    (align_shift_count),
        .operand        (sorted_fraction_b),
        .result         (right_shifter_result)
    );
    assign aligned_fraction_b = {1'b0, right_shifter_result};
endmodule
module aligner_operand_exchanger(
    input   logic          exchange_operands,
    input   logic          operand_sign_a,
    input   logic  [7:0]   unbiased_exponent_a,
    input   logic  [23:0]  operand_fraction_a,
    input   logic          operand_sign_b,
    input   logic  [7:0]   unbiased_exponent_b,
    input   logic  [23:0]  operand_fraction_b,
    output  logic          sorted_sign_a,
    output  logic  [7:0]   sorted_exponent_a,
    output  logic  [23:0]  sorted_fraction_a,
    output  logic          sorted_sign_b,
    output  logic  [7:0]   sorted_exponent_b,
    output  logic  [23:0]  sorted_fraction_b
    );
    always_comb begin
        if(exchange_operands) begin
            {sorted_sign_a, sorted_exponent_a, sorted_fraction_a} = {operand_sign_b, unbiased_exponent_b, operand_fraction_b};
            {sorted_sign_b, sorted_exponent_b, sorted_fraction_b} = {operand_sign_a, unbiased_exponent_a, operand_fraction_a};           
        end else begin
            {sorted_sign_a, sorted_exponent_a, sorted_fraction_a} = {operand_sign_a, unbiased_exponent_a, operand_fraction_a};
            {sorted_sign_b, sorted_exponent_b, sorted_fraction_b} = {operand_sign_b, unbiased_exponent_b, operand_fraction_b};
        end
    end
endmodule
module aligner_right_shifter(
    input   logic  [4:0]   shift_count,
    input   logic  [23:0]  operand,
    output  logic  [47:0]  result
    );
    logic  [24:0]  right_shift_1;
    logic  [26:0]  right_shift_2;
    logic  [30:0]  right_shift_4;
    logic  [38:0]  right_shift_8;
    logic  [54:0]  right_shift_16;
    always_comb begin
        right_shift_1  = (shift_count[0]) ? {1'd0,  operand}       : {operand,       1'd0};
        right_shift_2  = (shift_count[1]) ? {2'd0,  right_shift_1} : {right_shift_1, 2'd0};
        right_shift_4  = (shift_count[2]) ? {4'd0,  right_shift_2} : {right_shift_2, 4'b0};
        right_shift_8  = (shift_count[3]) ? {8'd0,  right_shift_4} : {right_shift_4, 8'b0};
        right_shift_16 = (shift_count[4]) ? {16'd0, right_shift_8} : {right_shift_8, 16'b0};
        result         = right_shift_16[54:7];  
    end
endmodule
==> flow/run.sh <==
#!/bin/bash
# OpenROAD 26Q1-2900-gdf79404cd8, Yosys 0.63+post, stock flow scripts
make -C /OpenROAD-flow-scripts/flow DESIGN_CONFIG=/design/flow/config.mk WORK_HOME=/design/flow/orfs finish
==> flow/config.mk <==
export PLATFORM = sky130hd
export DESIGN_NAME = aligner
export DESIGN_NICKNAME = aligner
export VERILOG_FILES = /design/flow/design.v
export SDC_FILE = /design/flow/constraint.sdc
export NUM_CORES = 4
export LEC_CHECK = 1
export CORE_UTILIZATION = 50
==> flow/constraint.sdc <==
current_design aligner

set clk_period 3.3
set clk_io_pct 0.2

create_clock -name clk0 -period $clk_period

set non_clock_inputs [all_inputs -no_clocks]
set_input_delay [expr $clk_period * $clk_io_pct] -clock clk0 $non_clock_inputs
set_output_delay [expr $clk_period * $clk_io_pct] -clock clk0 [all_outputs]
==> summary.txt <==
This note records the results obtained with Yosys and OpenROAD.

Run status
The flow did not finish. The failing step is clock tree synthesis (4_1_cts). The tool reported: "[ERROR DPL-0036] Detailed placement failed".

Synth
Counting every instance in the synthesized netlist gives 358. The distinct cell type count of the synthesized netlist is 45. The sequential cell area fraction in the yosys report is 0%.

For this run, the number of Yosys warnings is 10. Averaged over all synthesized cells, the footprint is 8.73 um^2. The chip area estimate from yosys synthesis is 3130 um^2.

The number of standard cells reported by yosys is 358. The cell area after synthesis is 3130 um^2.

Die
The floorplan report gives the top-level pin count as 163. After floorplanning, the core was divided into 28 placement rows. In the floorplan report the effective utilization is 52.2%. The floorplan step set the die height to 81.1 um. Per the OpenROAD floorplan log, the width of the die is 81.1 um.

Clock network
Looking at the post-CTS report, the setup buffer insertion count equals 10. The cell resize tally after clock tree synthesis is 181. The report puts the hold buffer count at CTS at 0.

Place
In this run, placement finished with an instance count of 658. The cell area after placement is 5390 um^2. The routability congestion estimate is 0.946. After legalization and detailed placement, the total HPWL measured 12200 um.

The number of I/O port buffers is 162.
synthesized netlist by cell type (all sizes together):
| cell type | number | share of area, % |
|---|---|---|
| o21ai | 15 | 2.4 |
| a2bb2oi | 3 | 0.84 |
| a22oi | 8 | 1.9 |
| o211ai | 3 | 0.72 |
| conb | 1 | 0.12 |
| clkbuf | 10 | 1.2 |
| o211a | 2 | 0.64 |
| and3 | 2 | 0.40 |
| a22o | 1 | 0.28 |
| a221o | 1 | 0.32 |
| or2 | 2 | 0.40 |
| mux2i | 38 | 12 |
| o22ai | 4 | 0.80 |
| a21oi | 11 | 1.8 |
| o221ai | 1 | 0.28 |
| nand3 | 6 | 0.96 |
| nor2 | 33 | 4.0 |
| nand2b | 7 | 1.4 |
| nand2 | 27 | 3.2 |
| a211o | 2 | 0.56 |
| a32oi | 5 | 1.4 |
| mux2 | 68 | 25 |
| o22a | 1 | 0.28 |
| o2bb2ai | 3 | 0.84 |
| mux4 | 31 | 22 |
| a221oi | 8 | 2.2 |
| nor2b | 6 | 1.2 |
| buf | 27 | 6.0 |
| and2 | 8 | 1.6 |
| nor3 | 3 | 0.48 |
| a31oi | 1 | 0.20 |
| a211oi | 11 | 2.6 |
| o21a | 1 | 0.24 |
| clkinv | 1 | 0.12 |
| o31ai | 3 | 0.72 |
| inv | 4 | 0.48 |
through the flow:
stage / TNS (ns) / setup WS, ns
floorplan: 0 / 0.407
global placement: -9.31 / -0.451
detailed placement: -12.41 / -0.507
cells by family after synthesis:
family / count (synthesis) / share of synthesized area [%]
simple gates: 94 / 13.6
buf+inv: 42 / 7.80
compound gates: 84 / 19.1
other cells: 1 / 0.120
mux: 137 / 59.3
